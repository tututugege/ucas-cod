[/design/flow/design.v]
`timescale 1ns / 1ps
module engine_core #(
	parameter integer  DATA_WIDTH       = 32
)
(
	input    clk,
	input    rst,
	output [31:0]       src_base,
	output [31:0]       dest_base,
	output [31:0]       tail_ptr,
	output [31:0]       head_ptr,
	output [31:0]       dma_size,
	output [31:0]       ctrl_stat,
	input  [31:0]	    reg_wr_data,
	input  [ 5:0]       reg_wr_en,
	output              intr,
	output [31:0]       rd_req_addr,
	output [ 4:0]       rd_req_len,
	output              rd_req_valid,
	input               rd_req_ready,
	input  [31:0]       rd_rdata,
	input               rd_last,
	input               rd_valid,
	output              rd_ready,
	output [31:0]       wr_req_addr,
	output [ 4:0]       wr_req_len,
	output              wr_req_valid,
	input               wr_req_ready,
	output [31:0]       wr_data,
	output              wr_valid,
	input               wr_ready,
	output              wr_last,
	output              fifo_rden,
	output [31:0]       fifo_wdata,
	output              fifo_wen,
	input  [31:0]       fifo_rdata,
	input               fifo_is_empty,
	input               fifo_is_full
);
        wire EN = ctrl_stat[0];
        assign intr = ctrl_stat[31];
        reg [2:0] RD_current_state, RD_next_state;
        reg [2:0] WR_current_state, WR_next_state;
        localparam IDLE   = 3'b001;
        localparam RD_REQ = 3'b010;
        localparam RD     = 3'b100;
        localparam WR_REQ = 3'b010;
        localparam WR     = 3'b100;
        always @(posedge clk) begin
                if (rst) 
                        RD_current_state <= IDLE;
                else 
                        RD_current_state <= RD_next_state;
        end
        always @(posedge clk) begin
                if (rst) 
                        WR_current_state <= IDLE;
                else 
                        WR_current_state <= WR_next_state;
        end
        always @(*) begin
                case(RD_current_state) 
                        IDLE : begin
                                if (EN && head_ptr != tail_ptr && WR_current_state[0])
                                        RD_next_state = RD_REQ;
                                else
                                        RD_next_state = IDLE;
                        end
                        RD_REQ : begin
                                if (rd_req_ready && rd_req_valid) 
                                        RD_next_state = RD;
                                else if (rd_complete)
                                        RD_next_state = IDLE;
                                else
                                        RD_next_state = RD_REQ;
                        end
                        RD: begin
                                if (rd_valid && rd_last && !fifo_is_full)
                                        RD_next_state = RD_REQ;
                                else
                                        RD_next_state = RD;
                        end
                        default :
                                RD_next_state = IDLE;
                endcase
        end
        always @(*) begin
                case(WR_current_state) 
                        IDLE : begin
                                if (EN && RD_current_state[0] && head_ptr != tail_ptr)
                                        WR_next_state = WR_REQ;
                                else
                                        WR_next_state = IDLE;
                        end
                        WR_REQ : begin
                                if (wr_req_ready && wr_req_valid) 
                                        WR_next_state = WR;
                                else if (wr_complete)
                                        WR_next_state = IDLE;
                                else
                                        WR_next_state = WR_REQ;
                        end
                        WR: begin
                                if (wr_last)
                                        WR_next_state = WR_REQ;
                                else
                                        WR_next_state = WR;
                        end
                        default :
                                WR_next_state = IDLE;
                endcase
        end
        wire start = RD_current_state[0] && WR_current_state[0] && EN && head_ptr != tail_ptr;
        reg [27:0] rd_counter;
        wire [27:0] rd_counter_plus = rd_counter + 1;
        always @(posedge clk) begin
                if (start || rst)
                        rd_counter <= 0;
                else if (rd_valid && rd_last && !fifo_is_full)
                        rd_counter <= rd_counter_plus;
                else
                        rd_counter <= rd_counter;
        end
        reg [27:0] wr_counter;
        wire [27:0] wr_counter_plus = wr_counter + 1;
        always @(posedge clk) begin
                if (start || rst)
                        wr_counter <= 0;
                else if (wr_last)
                        wr_counter <= wr_counter_plus;
                else
                        wr_counter <= wr_counter;
        end
        reg [2:0] wr_last_counter;
        always @(posedge clk) begin
                if (rd_burst_start)
                        wr_last_counter <= wr_req_len[2:0];
                else if (wr_ready && wr_valid)
                        wr_last_counter <= wr_last_counter - 1;
                else
                        wr_last_counter <= wr_last_counter;
        end
        wire [27:0] burst_num = dma_size[31:5] + (|dma_size[4:0]);
        wire [ 2:0] burst_last_len = dma_size[4:2] - {2'b0, !(|dma_size[2:0])};
        wire rd_complete = (rd_counter == burst_num) && (rd_counter != 0);
        wire wr_complete = (wr_counter == burst_num) && (wr_counter != 0);
        wire rd_burst_start = rd_req_ready && rd_req_valid;
        wire wr_burst_start = wr_req_ready && wr_req_valid;
        assign rd_req_addr = src_base + tail_ptr + {rd_counter, 5'b0};
        assign rd_req_valid = RD_current_state[1] && fifo_is_empty && !rd_complete;
        assign rd_req_len = (rd_counter_plus == burst_num) ? {2'b0, burst_last_len} : 5'b00111;
        assign rd_ready = RD_current_state[2] && !fifo_is_full;
        assign fifo_wdata = rd_rdata;
        assign fifo_wen = RD_current_state[2] && rd_valid && rd_ready;
        assign wr_req_addr = dest_base + tail_ptr + {wr_counter, 5'b0};
        assign wr_req_len = (wr_counter_plus == burst_num) ? {2'b0, burst_last_len} : 5'b00111;
        assign wr_req_valid = WR_current_state[1] && !fifo_is_empty && !wr_complete;
        assign wr_data = (last_fifo_rden) ? fifo_rdata : wr_data_reg;
        assign wr_valid = wr_valid_reg && WR_current_state[2];
        assign wr_last = WR_current_state[2] && (wr_last_counter == 0) && wr_valid;
        assign fifo_rden = wr_burst_start || WR_current_state[2] && ( ~wr_valid || wr_valid && wr_ready && !wr_last);
        reg wr_valid_reg;
        always @(posedge clk) begin
                if (rst) 
                        wr_valid_reg <= 0;
                else if (fifo_rden && !fifo_is_empty)
                        wr_valid_reg <= 1;
                else if (wr_valid && wr_ready && !fifo_rden || fifo_rden && fifo_is_empty)
                        wr_valid_reg <= 0;
                else
                        wr_valid_reg <= wr_valid_reg;
        end
        reg last_fifo_rden;
        always @(posedge clk) begin
                last_fifo_rden <= fifo_rden;
        end
        reg [31:0] wr_data_reg;
        always @(posedge clk) begin
                if (rst)
                        wr_data_reg <= 32'b0;
                else if (last_fifo_rden)
                        wr_data_reg <= fifo_rdata;
                else
                        wr_data_reg <= wr_data_reg;
        end
        reg [31:0] src_base_reg;
        always @(posedge clk) begin
                if (rst)
                        src_base_reg <= 32'b0;
                else if (reg_wr_en[0])
                        src_base_reg <= reg_wr_data;
                else
                        src_base_reg <= src_base_reg;
        end
        assign src_base = src_base_reg;
        reg [31:0] dest_base_reg;
        always @(posedge clk) begin
                if (rst)
                        dest_base_reg <= 32'b0;
                else if (reg_wr_en[1])
                        dest_base_reg <= reg_wr_data;
                else
                        dest_base_reg <= dest_base_reg;
        end
        assign dest_base = dest_base_reg;
        reg [31:0] tail_ptr_reg;
        always @(posedge clk) begin
                if (rst)
                        tail_ptr_reg <= 32'b0;
                else if (reg_wr_en[2])
                        tail_ptr_reg <= reg_wr_data;
                else if (WR_current_state[1] && wr_complete)
                        tail_ptr_reg <= tail_ptr_reg + dma_size;
                else
                        tail_ptr_reg <= tail_ptr_reg;
        end
        assign tail_ptr = tail_ptr_reg;
        reg [31:0] head_ptr_reg;
        always @(posedge clk) begin
                if (rst)
                        head_ptr_reg <= 32'b0;
                else if (reg_wr_en[3])
                        head_ptr_reg <= reg_wr_data;
                else
                        head_ptr_reg <= head_ptr_reg;
        end
        assign head_ptr = head_ptr_reg;
        reg [31:0] dma_size_reg;
        always @(posedge clk) begin
                if (rst)
                        dma_size_reg <= 32'b0;
                else if (reg_wr_en[4])
                        dma_size_reg <= reg_wr_data;
                else
                        dma_size_reg <= dma_size_reg;
        end
        assign dma_size = dma_size_reg;
        reg [31:0] ctrl_stat_reg;
        always @(posedge clk) begin
                if (rst)
                        ctrl_stat_reg <= 32'b1;
                else if (reg_wr_en[5])
                        ctrl_stat_reg <= reg_wr_data;
                else if (WR_current_state[1] && wr_complete)
                        ctrl_stat_reg <= {1'b1, ctrl_stat_reg[30:0]};
        end
        assign ctrl_stat = {ctrl_stat_reg[31], src_base[29:0], ctrl_stat_reg[0]};
endmodule
[/design/flow/run.sh]
#!/bin/bash
# OpenROAD 26Q1-2900-gdf79404cd8, Yosys 0.63+post, stock flow scripts
make -C /OpenROAD-flow-scripts/flow DESIGN_CONFIG=/design/flow/config.mk WORK_HOME=/design/flow/orfs finish
[/design/flow/config.mk]
export PLATFORM = sky130hd
export DESIGN_NAME = engine_core
export DESIGN_NICKNAME = engine_core
export VERILOG_FILES = /design/flow/design.v
export SDC_FILE = /design/flow/constraint.sdc
export NUM_CORES = 4
export LEC_CHECK = 1
export CORE_UTILIZATION = 30
[/design/flow/constraint.sdc]
current_design engine_core

set clk_period 15.3
set clk_io_pct 0.2

create_clock -name clk0 -period $clk_period [get_ports {clk}]

set non_clock_inputs [all_inputs -no_clocks]
set_input_delay [expr $clk_period * $clk_io_pct] -clock clk0 $non_clock_inputs
set_output_delay [expr $clk_period * $clk_io_pct] -clock clk0 [all_outputs]
==> results.yml <==
# generated from flow reports
status:
  outcome: "finished, final reports clean"
hold_path:
  timing.hold.worst.class: "flop to flop"
  min_delay_path_depth: 1
placed_design:
  place_worst_setup_slack_ps: 7269
  dpl.hpwl_mm: 60.60
  gp_congestion: 0.9525
  io_buffers: 380
global_route:
  antenna_found_initial: 0
  grt_pass1_wl_mm: 111.1
  grt_pass1_vias: 16640
  grt_util_all_layers_pct: 22.84
  grt_max_degree: 74
  grt_overflow: 0
critical_path:
  path_class: "flop to primary output"
  crit_arrival_ps: 5710
  critPathLaunchType: "flop"
  max_stage_delay_ps: 740
  cp_max_fo: 8
  critical_path.cell_chain: "nor3_1 > nand2_1 > ha_1 > ha_1 > nand3_2 > or4_4 > nor3_2 > xor2_1 > xnor3_1 > nand2_1 > nor4b_1 > nand3_1 > nor4_1 > buf_4 > nand2_1 > clkdlybuf4s50_1"
  cpMaxStageDelayCell: "nor4_1"
  crit_path_frequent_cell: "nand2_1"
  end_kind: "primary output"
  ff2ff_path_depth: 15
  required_ps: 12240
logic_synthesis:
  async_flop_share_pct: 0
  synth.distinct_cells: 85
  top_area_cell: "dfxtp_1"
  ys_area_sq_mm: 0.01990
  ys_cells: 2239
  edf_count: 3
  postSynthSeqShare_pct: 26.41
  flop_cell: "dfxtp_1"
  yosys_warnings: 1
  syn_inst: 2239
  syn_area_per_cell_sq_um: 8.887
  yosysMostFrequentCell: "nor2_1"
  synth_flops: 261
  area_leaders: "dfxtp_1 (26%), mux2i_1 (8.2%), xnor2_1 (7.2%)"
  top_cell_area_share_pct: 25.96
  common_cells: "nor2_1 (289), dfxtp_1 (258), mux2i_1 (163), xnor2_1 (163), nand2_1 (124)"
  netlist_area_sq_mm: 0.01990
final_layout:
  seqCellArea_sq_mm: 0.005255
  area_growth_pct: 26.08
  comb_area_sq_mm: 0.01350
  fillers: 6360
  drive_gt1_share_pct: 6.112
  fin_util_pct: 38.16
timing:
  max_slew.worst_pin.slew_ps: 994.5
  setup-tns-final_ps: 0
  rsz0062_at_grt: "false"
  slew_viol_final: 0
  fin_skew_ps: 24.14
  slew_headroom_pct: 33.09
  fin_ws_ps: 6525
  setup_violations: 0
  fmax_ghz: 0.1140
  final.period_utilization_pct: 57.35
  final_hold_viol_count: 0
  period_minus_slack_ps: 8775
drt:
  drcViolationCount: 0
  vias: 17520
  ant_nets: 0
  via_per_inst: 5.153
  top_layer_used: "met4"
  wl_met1_mm: 33.70
  wl_met3_mm: 4.933
  first_iter_violations: 1213
  wl_met2_mm: 35.65
  first_pass_iters: 5
  avgRoutedWirePerCell_um: 22.45
  antennaDiodeCount: 0
  routed_wl_mm: 76.32
clocking:
  cts_resized: 0
  clkTransAtPathRegs_ps: 60
  cts_num_sinks: 261
  ctsHoldBuffers: 0
  cts_max_level: 2
  clk_latency_ps: 550
  cts_setup_buffers: 0
  numCtsBuffers: 34
  cts_tree: "built"
  cts_buffer_depth: 3
  root_buffer: "clkbuf_16"
power_and_ir_drop:
  pwr_density_cell_mw_per_mm2: 82.57
  finalPower_uw: 2071
  swShare_pct: 30.24
  combPwrFrac_pct: 24.5
  clkPwrFrac_pct: 38.0
  p_seq_share_pct: 37.4
  p_leak_uw: 0.01032
  internal_power_uw: 1445
  switchingPower_uw: 626.4
  max-vdd-ir-drop_uv: 43.59
floorplanning:
  pin_count: 449
  dieArea_sq_mm: 0.06736
  fp.dieH_um: 259.5
  rows: 94
  fp_util_pct: 30.27
  die_w_um: 259.5
  core_sq_mm: 0.06575
run:
  warnings: 29
  max_cap_violations: 0
==> final timing paths <==
kind | start | end | slack (ps)
setup / recovery | dma_size_reg[2] | wr_req_len[2] | 6530
hold reg to reg | RD_current_state[0] | RD_current_state[2] | 520
setup reg to reg | dma_size_reg[2] | tail_ptr_reg[19] | 10000
hold / removal | RD_current_state[0] | RD_current_state[2] | 520
==> routing by layer <==
| layer | up-vias | GRT usage [%] |
|---|---|---|
| met5 | - | 0 |
| met4 | 0 | 5.523 |
| met3 | 102 | 4.953 |
| met2 | 541 | 36.39 |
| met1 | 8472 | 31.96 |
| li1 | 8406 | - |
==> cells in the final DEF (no fill, tap or decap), types with 6 or more instances in the layout <==
master	Yosys	layout
xnor2_1	163	163
o31a_1	6	6
nor4_1	28	28
o21a_1	20	20
a21o_1	50	50
o211ai_1	15	15
clkbuf_16	0	34
inv_1	47	47
and4_1	11	11
buf_4	72	26
xnor3_1	28	28
nand2_1	124	124
fa_1	55	55
clkbuf_8	0	10
or3_1	12	12
nand3_1	52	52
clkinv_2	0	7
nand2b_1	14	14
or2_2	8	8
ha_1	111	111
o21ai_0	46	46
nor2_1	289	289
and3_1	35	35
mux2_2	35	35
xor2_1	74	74
and2_1	14	14
dfxtp_1	258	258
nor2b_1	53	53
a21oi_1	113	113
nor3_1	37	37
a211oi_1	37	37
mux2i_1	163	163
nand4_1	33	33
a31oi_1	14	14
o21bai_1	14	14
o31ai_1	7	7
clkdlybuf4s50_1	0	375
==> power groups by stage <==
stage                 registers, uW  logic, uW  clock network [uW]
after CTS                       776        513                 812
after global routing            781        555                 835
final                           775        508                 788
==> metrics by stage <==
stage | hold slack (ps) | cells | cell area (sq um)
floorplan | 467.5 | 2242 | 19910
global placement | 487.3 | 3340 | 23990
detailed placement | 515.3 | 3340 | 23990
CTS | 520.2 | 3400 | 25090
global route | 553.3 | 3400 | 25090
finish | 524.4 | 3400 | 25090
==> final cells by class <==
cell class	instances	area share (%)
inverter	48	0.7182
multi-input combinational	1761	53.79
clock buffer	46	3.970
sequential	261	20.95
clock inverter	14	0.3990
timing repair buffer	406	15.86
tap	864	4.309
==> cells by family after synthesis <==
group / synth area share (%)
buffers and inverters: 5.829
adder cells (fa/ha/maj): 12.51
AND-OR/OR-AND: 12.48
AND/OR/NAND/NOR: 18.69
multiplexers: 10.18
other: 0.01885
XOR/XNOR: 13.88
flip-flops: 26.41
==> critical path: cells and delay by family, from the launching register on <==
| family | cells | cell delay (ps) |
|---|---|---|
| DFF | 1 | 420 |
| adders and majority gates | 2 | 470 |
| buffers and inverters | 2 | 660 |
| xor gates and xnor gates | 2 | 670 |
| and+or+nand+nor | 10 | 2940 |
Power and IR drop assume default switching activity.
